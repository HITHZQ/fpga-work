===== /design/flow/run.sh =====
#!/bin/bash
# OpenROAD 26Q1-2900-gdf79404cd8, Yosys 0.63+post, stock flow scripts
make -C /OpenROAD-flow-scripts/flow DESIGN_CONFIG=/design/flow/config.mk WORK_HOME=/design/flow/orfs finish

===== /design/flow/config.mk =====
export PLATFORM = sky130hd
export DESIGN_NAME = distance_meter
export DESIGN_NICKNAME = distance_meter
export VERILOG_FILES = /design/flow/design.v
export SDC_FILE = /design/flow/constraint.sdc
export NUM_CORES = 4
export LEC_CHECK = 1
export CORE_UTILIZATION = 30

===== /design/flow/constraint.sdc =====
current_design distance_meter

set clk_period 22.1
set clk_io_pct 0.2

create_clock -name clk0 -period $clk_period [get_ports {sys_clk}]

set non_clock_inputs [all_inputs -no_clocks]
set_input_delay [expr $clk_period * $clk_io_pct] -clock clk0 $non_clock_inputs
set_output_delay [expr $clk_period * $clk_io_pct] -clock clk0 [all_outputs]

===== /design/flow/design.v =====
module  beep_led_alarm
(
    input   wire                sys_clk             ,
    input   wire                sys_rst_n           ,
    input   wire    [12:0]      data_ave            , 
    output  reg                 beep_out            ,
    output  reg                 led_out              
);
parameter CNT_1KHZ_MAX  =   15'd25_000      ;
parameter CNT_500HZ_MAX =   16'd50_000      ;
reg     [14:0]          cnt_1khz            ;
wire                    cnt_1khz_flag       ;
reg     [15:0]          cnt_500hz           ;
wire                    cnt_500hz_flag      ;
reg                     beep_da             ; 
reg                     beep_di             ; 
always @ (posedge sys_clk or negedge sys_rst_n) begin
    if(!sys_rst_n) begin
        led_out<=1'b0;
        beep_out<=1'b0;
    end
    else if(data_ave<=13'd200) begin 
        led_out<=1'b1;
        if(data_ave<=13'd50) 
            beep_out<=beep_da ;
        else if(data_ave<=13'd30) 
            beep_out<=beep_di ;
    end
    else begin
        led_out<=1'b0;
        beep_out<=1'b0;
    end
end
assign  cnt_1khz_flag =cnt_1khz==CNT_1KHZ_MAX-1'B1;
always @ (posedge sys_clk or negedge sys_rst_n) begin
    if(!sys_rst_n)
        cnt_1khz<=15'd0;
    else if(cnt_1khz_flag)
        cnt_1khz<=15'd0;
    else
        cnt_1khz<=cnt_1khz+1'b1;
end
always @ (posedge sys_clk or negedge sys_rst_n) begin
    if(!sys_rst_n)
        beep_da<=1'b0;
    else if(cnt_1khz_flag)
        beep_da<=~beep_da;
    else
        beep_da<=beep_da;
end
assign cnt_500hz_flag=cnt_500hz==CNT_500HZ_MAX-1'B1;
always @ (posedge sys_clk or negedge sys_rst_n ) begin
    if(!sys_rst_n)
        cnt_500hz<=16'd0;
    else if(cnt_500hz_flag)
        cnt_500hz<=16'd0;
    else
        cnt_500hz<=cnt_500hz+1'b1;
end
always @ (posedge sys_clk or negedge sys_rst_n) begin
    if(!sys_rst_n)
        beep_di<=1'b0;
    else if(cnt_500hz_flag)
        beep_di<=~beep_di;
    else
        beep_di<=beep_di;
end
endmodule
module  bin_to_bcd
(
    input   wire                sys_clk             , 
    input   wire                sys_rst_n           ,
    input   wire    [12:0]      data_ave            ,
    output  reg     [15:0]      data_bcd             
);
parameter   SHIFT_CNT_MAX   =   5'd14       ; 
reg                 shift_flag              ;
reg     [4:0]       shift_cnt               ;
reg     [28:0]      data_shift              ;
wire                complete_flag           ;
always @ (posedge sys_clk or negedge sys_rst_n ) begin
    if(!sys_rst_n)
        shift_flag<=1'b0;
    else
        shift_flag<=~shift_flag;
end
wire                shift_cnt_flag          ;
assign  shift_cnt_flag  =   shift_cnt==SHIFT_CNT_MAX    ;
always @ (posedge sys_clk or negedge sys_rst_n) begin
    if(!sys_rst_n)
        shift_cnt<=5'd0;
    else if(shift_flag) begin
        if(shift_cnt_flag)
            shift_cnt<=5'd0;
        else
            shift_cnt<=shift_cnt+1'b1;
    end
    else
        shift_cnt<=shift_cnt        ;
end
always @ (posedge sys_clk or negedge sys_rst_n ) begin
    if(!sys_rst_n)
        data_shift<=29'd0;
    else if((!shift_cnt) && (shift_flag))
        data_shift<={16'b0,data_ave} ; 
    else if((shift_cnt>=1'b1)  && (shift_cnt<=5'd13)) begin
        if(!shift_flag) begin  
            data_shift[16:13]<=(data_shift[16:13] > 4'd4) ? (data_shift[16:13]+4'd3) : data_shift[16:13] ;
            data_shift[20:17]<=(data_shift[20:17] > 4'd4) ? (data_shift[20:17]+4'd3) : data_shift[20:17] ;
            data_shift[24:21]<=(data_shift[24:21] > 4'd4) ? (data_shift[24:21]+4'd3) : data_shift[24:21] ;
            data_shift[28:25]<=(data_shift[28:25] > 4'd4) ? (data_shift[28:25]+4'd3) : data_shift[28:25] ;
        end
        else begin 
            data_shift<=data_shift<<1'b1;
        end
    end
    else
        data_shift<=data_shift;
end
assign  complete_flag   =   (shift_cnt_flag && shift_flag) ? 1'b1: 1'b0 ;
always @(posedge sys_clk or negedge sys_rst_n) begin
    if(!sys_rst_n)
        data_bcd<=16'd0;
    else if(complete_flag)
        data_bcd<=data_shift[28:13] ;
    else
        data_bcd<=data_bcd;
end
endmodule
module  distance_meter
(
    input   wire                sys_clk             ,
    input   wire                sys_rst_n           ,
    input   wire                echo                ,
    output  wire                trig                ,
    output  wire    [3:0]       nixie_cs            , 
    output  wire    [7:0]       nixie_seg           , 
    output  wire                led_out             ,
    output  wire                beep_out             
);
wire                fall_flag_r1            ;
wire    [12:0]      data_bin                ; 
wire    [12:0]      data_ave                ; 
wire    [15:0]      data_bcd                ; 
ultrasound_ctrl
#(
    . CNT_10US_MAX    (   9'd500        )  ,
    . CNT_100MS_MAX   (   23'd5000_000  )  
)
ultrasound_ctrl_inst_1
(
    . sys_clk         ( sys_clk      )    , 
    . sys_rst_n       ( sys_rst_n    )    ,
    . echo            ( echo         )    , 
    . trig            ( trig         )    ,
    . fall_flag_r1    ( fall_flag_r1 )    , 
    . data_bin        ( data_bin     )     
);
filter filter_inst_1
(
    . sys_clk        ( sys_clk      )     ,
    . sys_rst_n      ( sys_rst_n    )     ,
    . data_bin       ( data_bin     )     ,
    . fall_flag_r1   ( fall_flag_r1 )     ,
    . data_ave       ( data_ave     )      
);
beep_led_alarm beep_led_alarm_inst_1
(
    . sys_clk       ( sys_clk   )      ,
    . sys_rst_n     ( sys_rst_n )      ,
    . data_ave      ( data_ave  )      , 
    . beep_out      ( beep_out  )      ,
    . led_out       ( led_out   )       
);
bin_to_bcd bin_to_bcd_inst_1
(
    . sys_clk      ( sys_clk   )       , 
    . sys_rst_n    ( sys_rst_n )       ,
    . data_ave     ( data_ave  )       ,
    . data_bcd     ( data_bcd  )        
);
nixie_display
#(
    . CNT_1MS_MAX     (   16'd50_000      )
)
nixie_display_inst_1
(
    .  sys_clk       (sys_clk   )      , 
    .  sys_rst_n     (sys_rst_n )      ,
    .  data_bcd      (data_bcd  )      ,
    .  nixie_cs      (nixie_cs  )      , 
    .  nixie_seg     (nixie_seg )        
);
endmodule
module  filter
(
    input   wire                sys_clk             ,
    input   wire                sys_rst_n           ,
    input   wire    [12:0]      data_bin            ,
    input   wire                fall_flag_r1        ,
    output  wire    [12:0]      data_ave             
);
reg     [12:0]      data_temp   [7:0]           ;
reg     [15:0]      data_sum                    ;
always @ (posedge sys_clk or negedge sys_rst_n) begin
    if(!sys_rst_n) begin
        data_temp[0]<=13'd0;
        data_temp[1]<=13'd0;
        data_temp[2]<=13'd0;
        data_temp[3]<=13'd0;
        data_temp[4]<=13'd0;
        data_temp[5]<=13'd0;
        data_temp[6]<=13'd0;
        data_temp[7]<=13'd0;
    end
    else if(fall_flag_r1) begin
        data_temp[0]<=data_bin  ;
        data_temp[1]<=data_temp[0] ;
        data_temp[2]<=data_temp[1] ;
        data_temp[3]<=data_temp[2] ;
        data_temp[4]<=data_temp[3] ;
        data_temp[5]<=data_temp[4] ;
        data_temp[6]<=data_temp[5] ;
        data_temp[7]<=data_temp[6] ;
    end
end
always @ (posedge sys_clk or negedge sys_rst_n ) begin
    if(!sys_rst_n)
        data_sum<=1'd0;
    else
        data_sum<=data_temp[0]+data_temp[1]+data_temp[2]+data_temp[3]+data_temp[4]+data_temp[5]+data_temp[6]+data_temp[7];
end
assign  data_ave    =   data_sum[15:3]      ; 
endmodule
module  nixie_display
#(
    parameter   CNT_1MS_MAX     =   16'd50_000      
)
(
    input   wire                sys_clk             , 
    input   wire                sys_rst_n           ,
    input   wire    [15:0]      data_bcd            ,
    output  reg     [3:0]       nixie_cs            , 
    output  reg     [7:0]       nixie_seg             
);
localparam  _0 = 8'b0011_1111   ,
            _1 = 8'b0000_0110   ,
            _2 = 8'b0101_1011   ,
            _3 = 8'b0100_1111   ,
            _4 = 8'b0110_0110   ,
            _5 = 8'b0110_1101   ,
            _6 = 8'b0111_1101   ,
            _7 = 8'b0000_0111   ,
            _8 = 8'b0111_1111   ,
            _9 = 8'b0110_1111   ;
parameter   CNT_1S_MAX =   26'd50_000_000       ;
reg     [15:0]          cnt_1ms             ;
wire                    cnt_1ms_flag        ;
reg     [3:0]           disp_num            ; 
assign cnt_1ms_flag =  cnt_1ms==CNT_1MS_MAX-1'B1;
always @ (posedge sys_clk or negedge sys_rst_n) begin
    if(!sys_rst_n)
        cnt_1ms<=16'd0;
    else if(cnt_1ms_flag)
        cnt_1ms<=16'd0;
    else
        cnt_1ms<=cnt_1ms+1'b1;
end
always @ (posedge sys_clk or negedge sys_rst_n) begin
    if(!sys_rst_n)
        nixie_cs<=4'b0000; 
    else if(cnt_1ms_flag) begin
        if(nixie_cs==4'b0000)
            nixie_cs<=4'b0001;
        else
            nixie_cs<={nixie_cs[2:0],nixie_cs[3]};
    end
    else
        nixie_cs<=nixie_cs;
end
always @ (nixie_cs,data_bcd) begin
    case(nixie_cs)
        4'b0001:disp_num<=data_bcd[3:0];
        4'b0010:disp_num<=data_bcd[7:4];
        4'b0100:disp_num<=data_bcd[11:8];
        4'b1000:disp_num<=data_bcd[15:12];
        default:disp_num<=4'd0;
    endcase
end
always @ (disp_num) begin
    case(disp_num)
        4'd0:nixie_seg<=_0  ;
        4'd1:nixie_seg<=_1  ;
        4'd2:nixie_seg<=_2  ;
        4'd3:nixie_seg<=_3  ;
        4'd4:nixie_seg<=_4  ;
        4'd5:nixie_seg<=_5  ;
        4'd6:nixie_seg<=_6  ;
        4'd7:nixie_seg<=_7  ;
        4'd8:nixie_seg<=_8  ;
        4'd9:nixie_seg<=_9  ;
        default:nixie_seg<=_0;
    endcase
end
endmodule
module  ultrasound_ctrl
#(
    parameter   CNT_10US_MAX    =   9'd500          ,
    parameter   CNT_100MS_MAX   =   23'd5000_000    
)
(
    input   wire                sys_clk             , 
    input   wire                sys_rst_n           ,
    input   wire                echo                , 
    output  reg                 trig                ,
    output  reg                 fall_flag_r1        , 
    output  reg     [12:0]      data_bin             
);
reg                 echo_r1             ;
reg                 echo_r2             ;
wire                raise_flag          ; 
wire                fall_flag           ; 
reg     [20:0]      cnt_pulse           ; 
reg     [20:0]      temp_pulse          ;
reg     [22:0]      cnt_100ms           ;
wire                cnt_100ms_flag      ;
assign raise_flag = ((~echo_r2) && (echo_r1)) ? 1'b1 : 1'b0 ;
assign fall_flag  = ((echo_r2) && (~echo_r1)) ? 1'b1 : 1'b0 ;
always @ (posedge sys_clk or negedge sys_rst_n) begin
    if(!sys_rst_n) begin
        echo_r1<=1'b0;
        echo_r2<=1'b0;
    end
    else begin
        echo_r1<=echo;
        echo_r2<=echo_r1;
    end
end
always @ (posedge sys_clk or negedge sys_rst_n) begin
    if(!sys_rst_n)
        cnt_pulse<=21'd0;
    else if(raise_flag)
        cnt_pulse<=21'd1; 
    else if(echo_r2)
        cnt_pulse<=cnt_pulse+1'b1;
    else
        cnt_pulse<=cnt_pulse; 
end
always @ (posedge sys_clk or negedge sys_rst_n ) begin
    if(!sys_rst_n)
        temp_pulse<=21'd0;
    else if(fall_flag)
        temp_pulse<=cnt_pulse;
    else
        temp_pulse<=temp_pulse;     
end
always @ (posedge sys_clk or negedge sys_rst_n ) begin
    if(!sys_rst_n)
        fall_flag_r1<=1'b0;
    else
        fall_flag_r1<=fall_flag;
end
always @ (posedge sys_clk or negedge sys_rst_n ) begin
    if(!sys_rst_n)
        data_bin<=1'b0;
    else if(fall_flag_r1)
        data_bin<=temp_pulse*34/10000;
    else
        data_bin<=data_bin;
end
assign  cnt_100ms_flag  =   cnt_100ms==CNT_100MS_MAX - 1'B1 ;
always @ (posedge sys_clk or negedge sys_rst_n) begin
    if(!sys_rst_n)
        cnt_100ms<=23'd0;
    else if(cnt_100ms_flag)
        cnt_100ms<=23'd0;
    else
        cnt_100ms<=cnt_100ms+1'b1;
end
always @ (posedge sys_clk or negedge sys_rst_n) begin
    if(!sys_rst_n)
        trig<=1'b0;
    else if(cnt_100ms<CNT_10US_MAX)
        trig<=1'b1;
    else
        trig<=1'b0;
end
endmodule

==> qor.txt <==
Status -> finished, final reports clean
Initial antenna violation count -> 0
Tool Warnings -> 37
R2R depth -> 49
Flops after synth -> 288
CTS root buffer -> clkbuf_16
Hold Crit Class -> flop to flop
Number of I/O pins -> 18
Total power -> 2180 uW
M2 GR Usage -> 19.4%
N_diodes -> 0
GRT Resource Usage Total -> 12.7%
Reg2reg end -> ultrasound_ctrl_inst_1.data_bin[0]
Cycle use final -> 70.7%
Antenna-violating nets left -> 0
Post-synthesis average cell area -> 9.45 sq um
Post-synth EDFFs -> 0
Final number of max-transition violations -> 0
Area leader share -> 35.3%
Detailed Route WL -> 41,900 um
Yosys cell count -> 2,159
Row count -> 95
Min-Delay Path Depth -> 1
Pre-placement core utilization -> 30.4%
Layout area overhead -> 10.6%
Die X -> 263 um
Hold Path Sink -> nixie_display_inst_1.cnt_1ms[0]
Maximum vdd drop -> 0.175 mV
CTS clk-pin slew, worst paths -> 60 ps
Yosys top cell by area -> dfrtp_1
Largest net degree at the start of global routing -> 86
# clock sinks -> 288
Met1 GRT Util -> 20.1%
CP Capture Type -> flop
Post-cts resize count -> 0
Die height -> 263 um
Grt total ovfl -> 0
Syn Inst Count -> 2,159
Setup crit start kind -> flop
Final Hold Viols -> 0
Unique cell type count in the Yosys netlist -> 109
CP Max Fanout -> 20
GPL Wtd Cong -> 0.863
TNS Setup -> 0 ps
Max-Cap Viols -> 0
First-pass GRT wire length -> 74,000 um
CTS tree -> built
Yosys chip area -> 20,400 sq um
Worst Skew -> 12.1 ps
Final setup viols -> 0
Hold-fix buffers at CTS -> 0
Busiest metal layer after global routing -> met1
Worst slew margin -> 36.8%
Async set-or-reset flop fraction in the synthesized netlist -> 100%
Hpwl dp -> 30,300 um
Post-CTS setup buffers -> 0
Hold wc startpoint -> nixie_display_inst_1.cnt_1ms[0]
Fmax -> 64.0 MHz
Top cells, area -> dfrtp_1, fa_1, mux2_2
R2r startpoint -> ultrasound_ctrl_inst_1.temp_pulse[5]
Pwr dens -> 96.8 nW/um^2
Final worst slack -> 6470 ps
Top_reg_cell synth -> dfrtp_1
DRT iter0 DRCs -> 1,048
CTS Buffer Depth -> 3
Latency at later pin -> 560 ps
Critical path's largest stage delay -> 790 ps
Required time of the critical path -> 22,540 ps
Via count -> 15.6k
Die footprint -> 69,000 sq um
Placeable Area -> 67,200 sq um
WL/cell -> 13.8 um
Crit path DAT -> 16,070 ps
Synth Seq Share -> 35.3%
Yosys Warn Count -> 6
Port Buffers -> 16
H-tree levels -> 1
Met3 Usage GRT -> 1.61%
Setup slack at placement -> 6710 ps
Fillers -> 6,572
Cell area after synthesis -> 20,400 sq um
R2R setup slack -> 6470 ps
Final min period -> 15,630 ps
Initial DRT Pass Iterations -> 7
Leakage Power -> 0.00986 uW
DRC Markers -> 0
Vias/cell -> 5.12
Share of layout cells above drive strength 1 -> 11.3%
Worst-Margin Slew -> 939 ps
RSZ-0062 raised after global routing -> no
Most frequent CP cell -> xnor2_1
Crit-path slowest cell -> a311oi_2
Clock buffers created by TritonCTS -> 31
Vias in the first global route -> 15.2k
WS Path Type -> flop to flop
==> worst max-delay path by stage <==
stage / start / to / cells after the start
5_1_grt: ultrasound_ctrl_inst_1.temp_pulse[5] / ultrasound_ctrl_inst_1.data_bin[0] / 49
6_report: ultrasound_ctrl_inst_1.temp_pulse[5] / ultrasound_ctrl_inst_1.data_bin[0] / 49
4_1_cts: ultrasound_ctrl_inst_1.temp_pulse[5] / ultrasound_ctrl_inst_1.data_bin[0] / 49
==> layout by cell type (no fill, tap or decap), types with 20 or more instances in the layout <==
cell type / count
xor2_1: 49
nand2_1: 212
o211ai_1: 23
fa_1: 64
nand4_1: 26
a21oi_1: 96
mux2i_1: 20
a21o_1: 20
xnor2_1: 89
clkbuf_16: 31
nor2b_1: 21
nand3_1: 74
a31oi_1: 33
inv_1: 119
nor3_1: 57
o21a_1: 27
nor2_1: 164
mux2_2: 113
ha_1: 87
and2_1: 29
o21ai_0: 120
dfrtp_1: 287
==> worst max-delay path, delay by kind of cell (launching register included) <==
kind,cells,cell delay (ps)
adders and majority gates,3,860
and+or+nand+nor,11,2570
AOI/OAI and AO/OA,25,8950
buffers and inverters,2,260
xor gates and xnor gates,6,1950
muxes,2,500
DFF,1,400
==> area by class of cell <==
cell class | count | area (sq um) | area share (%)
clock buffers | 43 | 911 | 4.04
clock inverters | 14 | 180 | 0.799
inverters | 119 | 447 | 1.98
multi-input cells | 1674 | 12400 | 55.0
flip-flops and latches | 288 | 7210 | 32.0
well taps | 873 | 1090 | 4.84
repair buffers | 34 | 300 | 1.33
==> report_power, final <==
group          total, uW  switching, uW  internal (uW)
Clock                544            211            333
Combinational        980            518            462
Sequential           660           51.8            608
Total               2180            781           1400
==> layer usage <==
layer  vias up  routed length (um)
met3        46                1450
met5         -                   0
met4         0                 546
met2       249               19000
li1       7754                   -
met1      7550               21000
==> cell usage after synthesis, types with 6 or more instances <==
cell type	instances
a211o_1	8
a211oi_1	13
a21boi_0	8
a21o_1	20
a21oi_1	97
a221oi_1	6
a22oi_1	6
a31oi_1	33
and2_1	29
and3_1	19
and4_1	7
buf_2	14
clkbuf_1	55
dfrtp_1	288
fa_1	64
ha_1	87
inv_1	119
maj3_1	8
mux2_2	113
mux2i_1	20
nand2_1	212
nand2b_1	19
nand3_1	74
nand4_1	26
nor2_1	164
nor2b_1	21
nor3_1	57
nor4_1	12
o2111ai_1	7
o211a_1	9
o211ai_1	23
o21a_1	27
o21ai_0	120
o21ai_1	8
o21bai_1	11
o22ai_1	14
o31a_1	10
o31ai_1	19
or2_2	10
or3_1	14
xnor2_1	89
xor2_1	49
==> sequential cells by signal, indices dropped and copies added, names as in the netlist, 4 cells and up <==
register and flops:
filter_inst_1.data_temp 104, bin_to_bcd_inst_1.data_shift 29, ultrasound_ctrl_inst_1.cnt_100ms 23, ultrasound_ctrl_inst_1.cnt_pulse 21
ultrasound_ctrl_inst_1.temp_pulse 21, bin_to_bcd_inst_1.data_bcd 16, nixie_display_inst_1.cnt_1ms 16, beep_led_alarm_inst_1.cnt_1khz 15
filter_inst_1.data_sum 13, ultrasound_ctrl_inst_1.data_bin 13, bin_to_bcd_inst_1.shift_cnt 5, nixie_display_inst_1.nixie_cs 4
==> cells by family (layout without fill, tap and decap cells) <==
logic type	after synthesis	in the layout	share of synthesized area, %
other cells	1	1	0.0184
flops	288	288	35.3
buf+inv	197	210	3.86
simple gates	702	702	16.7
fa+ha+maj	159	159	12.0
mux	134	134	7.30
xor+xnor	140	140	6.09
compound gates	538	538	18.7
==> per-stage QoR <==
stage	area (sq um)	utilization [%]	instances	hold slack [ps]
floorplan	20400	-	2159	425
global placement	21500	32.0	2988	447
detailed placement	21500	32.0	2988	458
CTS	22500	33.6	3045	467
global route	22500	33.6	3045	481
finish	22500	33.6	3045	459
No activity file was given, so power comes from the tool's default toggle rates.
